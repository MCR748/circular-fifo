$ cat flow/design.v
module CircularFifo(
  input        clock,
  input        reset,
  input        io_enq_write,
  output       io_enq_full,
  input  [7:0] io_enq_din,
  input        io_enq_dinValid,
  input        io_deq_read,
  output       io_deq_empty,
  output [7:0] io_deq_dout,
  output       io_deq_doutValid
);
  reg [1:0] readPointer;  
  wire [2:0] _nextValue_T_1 = 3'h4 - 3'h1;  
  wire [2:0] _GEN_46 = {{1'd0}, readPointer};  
  wire [1:0] _nextValue_T_4 = readPointer + 2'h1;  
  wire [1:0] nextReadPointer = _GEN_46 == _nextValue_T_1 ? 2'h0 : _nextValue_T_4;  
  reg [1:0] stateReg;  
  wire  _T = stateReg == 2'h0;  
  wire  _GEN_25 = stateReg == 2'h2 & io_deq_read;  
  wire  _GEN_34 = stateReg == 2'h1 ? io_deq_read : _GEN_25;  
  wire  readIncr = stateReg == 2'h0 ? 1'h0 : _GEN_34;  
  reg [1:0] writePointer;  
  wire [2:0] _GEN_47 = {{1'd0}, writePointer};  
  wire [1:0] _nextValue_T_9 = writePointer + 2'h1;  
  wire [1:0] nextWritePointer = _GEN_47 == _nextValue_T_1 ? 2'h0 : _nextValue_T_9;  
  wire  _T_1 = io_enq_write & io_enq_dinValid;  
  wire  _GEN_33 = stateReg == 2'h1 & _T_1;  
  wire  writeIncr = stateReg == 2'h0 ? _T_1 : _GEN_33;  
  reg [7:0] storage_0;  
  reg [7:0] storage_1;  
  reg [7:0] storage_2;  
  reg [7:0] storage_3;  
  wire [7:0] _GEN_0 = 2'h0 == writePointer ? io_enq_din : storage_0;  
  wire [7:0] _GEN_1 = 2'h1 == writePointer ? io_enq_din : storage_1;  
  wire [7:0] _GEN_2 = 2'h2 == writePointer ? io_enq_din : storage_2;  
  wire [7:0] _GEN_3 = 2'h3 == writePointer ? io_enq_din : storage_3;  
  wire [7:0] _GEN_5 = io_enq_write & io_enq_dinValid ? _GEN_0 : storage_0;  
  wire [7:0] _GEN_6 = io_enq_write & io_enq_dinValid ? _GEN_1 : storage_1;  
  wire [7:0] _GEN_7 = io_enq_write & io_enq_dinValid ? _GEN_2 : storage_2;  
  wire [7:0] _GEN_8 = io_enq_write & io_enq_dinValid ? _GEN_3 : storage_3;  
  wire [1:0] _GEN_10 = readPointer == nextWritePointer ? 2'h2 : stateReg;  
  wire [1:0] _GEN_15 = _T_1 ? _GEN_10 : stateReg;  
  wire [1:0] _GEN_21 = nextReadPointer == writePointer ? 2'h0 : _GEN_15;  
  wire [1:0] _GEN_24 = io_deq_read ? 2'h1 : stateReg;  
  wire [7:0] _GEN_43 = 2'h1 == readPointer ? storage_1 : storage_0;  
  wire [7:0] _GEN_44 = 2'h2 == readPointer ? storage_2 : _GEN_43;  
  assign io_enq_full = stateReg == 2'h2;  
  assign io_deq_empty = stateReg == 2'h0;  
  assign io_deq_dout = 2'h3 == readPointer ? storage_3 : _GEN_44;  
  assign io_deq_doutValid = _T ? 1'h0 : 1'h1;  
  always @(posedge clock) begin
    if (reset) begin  
      readPointer <= 2'h0;  
    end else if (readIncr) begin  
      if (_GEN_46 == _nextValue_T_1) begin  
        readPointer <= 2'h0;
      end else begin
        readPointer <= _nextValue_T_4;
      end
    end
    if (reset) begin  
      stateReg <= 2'h0;  
    end else if (stateReg == 2'h0) begin  
      if (io_enq_write & io_enq_dinValid) begin  
        stateReg <= 2'h1;  
      end
    end else if (stateReg == 2'h1) begin  
      if (io_deq_read) begin  
        stateReg <= _GEN_21;
      end else begin
        stateReg <= _GEN_15;
      end
    end else if (stateReg == 2'h2) begin  
      stateReg <= _GEN_24;
    end
    if (reset) begin  
      writePointer <= 2'h0;  
    end else if (writeIncr) begin  
      if (_GEN_47 == _nextValue_T_1) begin  
        writePointer <= 2'h0;
      end else begin
        writePointer <= _nextValue_T_9;
      end
    end
    if (stateReg == 2'h0) begin  
      storage_0 <= _GEN_5;
    end else if (stateReg == 2'h1) begin  
      storage_0 <= _GEN_5;
    end
    if (stateReg == 2'h0) begin  
      storage_1 <= _GEN_6;
    end else if (stateReg == 2'h1) begin  
      storage_1 <= _GEN_6;
    end
    if (stateReg == 2'h0) begin  
      storage_2 <= _GEN_7;
    end else if (stateReg == 2'h1) begin  
      storage_2 <= _GEN_7;
    end
    if (stateReg == 2'h0) begin  
      storage_3 <= _GEN_8;
    end else if (stateReg == 2'h1) begin  
      storage_3 <= _GEN_8;
    end
  end
endmodule
$ cat flow/run.sh
#!/bin/bash
# OpenROAD 26Q1-2900-gdf79404cd8, Yosys 0.63+post, stock flow scripts
make -C /OpenROAD-flow-scripts/flow DESIGN_CONFIG=/design/flow/config.mk WORK_HOME=/design/flow/orfs finish
$ cat flow/config.mk
export PLATFORM = sky130hd
export DESIGN_NAME = CircularFifo
export DESIGN_NICKNAME = CircularFifo
export VERILOG_FILES = /design/flow/design.v
export SDC_FILE = /design/flow/constraint.sdc
export NUM_CORES = 4
export LEC_CHECK = 1
export CORE_UTILIZATION = 40
$ cat flow/constraint.sdc
current_design CircularFifo

set clk_period 2.4
set clk_io_pct 0.2

create_clock -name clk0 -period $clk_period [get_ports {clock}]

set non_clock_inputs [all_inputs -no_clocks]
set_input_delay [expr $clk_period * $clk_io_pct] -clock clk0 $non_clock_inputs
set_output_delay [expr $clk_period * $clk_io_pct] -clock clk0 [all_outputs]
==> run_results.csv <==
group,metric,value,unit
worst_setup_path,critPathMaxStageDelay,0.35,ns
synth,ys.flops,39,
routing,diodes,0,
min_path,hold_path.class,"register to register",
synth,synth_cells,124,
final_timing,rsz0062_at_grt,"no",
final_timing,fin_crit,2.29,ns
final_timing,fmax,438,MHz
final_timing,skew,0.00163,ns
die,initial_utilization,42.4,%
worst_setup_path,cp-startpoint,"readPointer[1]$_SDFFE_PP0P_",
worst_setup_path,reg2reg_from,"writePointer[0]$_SDFFE_PP0P_",
synth,avgSynthCellArea,13.9,um^2
final_timing,setup_viol,0,
power,p_int,1.13,mW
worst_setup_path,worst_path_max_delay_cell,"dfxtp_4",
power,p_comb_share,9.3,%
power,clkPwrFrac,36.5,%
final_timing,worst_slew_pin_slew,0.494,ns
layout,layout.cells.most_common,"edfxtp_1",
worst_setup_path,cp_cell_sequence,"inv_2, ha_4, buf_12, buf_4, mux2i_1, o21ai_1, mux2_2, dlygate4sd2_1",
worst_setup_path,path_buffers,4,
die,die_y,67.6,um
synth,syn_area,0.00172,mm^2
clocking,cts_inserted_buffers,5,
power,switching_share,19.6,%
routing,num_vias,1074,
routing,ant_nets,0,
clocking,clockBufferDepth,2,
routing,first_pass_iters,4,
final_timing,slew_headroom,67.1,%
worst_setup_path,endpoint_kind,"output port",
worst_setup_path,crit_arrival,1.81,ns
final_timing,hold_viol_final,0,
layout,lay_top_cells,"edfxtp_1 (32), clkdlybuf4s50_1 (15), nand2_1 (11), buf_4 (10), o21ai_1 (9)",
grt,grt_pass1_wl,5090,um
job,warning_count,30,
synth,ys_cells,124,
layout,nFillCells,313,
layout,syn_to_final_growth,31.7,%
die,rows,23,
worst_setup_path,startpoint_type,"register",
grt,grt_use_total,16.3,%
power,p_switching,274,uW
die,dieArea,0.00456,mm^2
clocking,cts_max_level,2,
clocking,numClockSinks,39,
die,die_x,67.6,um
placed_design,post-dp-hpwl,2030,um
layout,post-route-util,55.8,%
status,outcome,"completed",
synth,yosysUniqueCellTypes,30,
routing,vias_per_cell,5.09,
power,ir_worst_vdd,0.320,mV
layout,final_area,0.00226,mm^2
final_timing,finalSetupTns,0,ns
routing,first_iter_violations,44,
worst_setup_path,worstPathRequired,1.92,ns
min_path,hold_path.startpoint,"stateReg[1]$_DFF_P_",
synth,yosysWarnings,1,
routing,routedWlPerCell,14.8,um
synth,synth_chip_area,0.00172,mm^2
clocking,clk_pin_slew_worst_paths,0.07,ns
placed_design,post_dp_cell_area,0.00203,mm^2
grt,grt-ovfl-total,0,
power,cellPowerDensity,618,mW/mm^2
final_timing,post-route-period-util,95.2,%
placed_design,port_buffers,23,
layout,drive_gt1_share,22.4,%
synth,yosysSeqAreaShare,64.0,%
clocking,cts_root_buf,"clkbuf_8",
worst_setup_path,cp_max_fo,8,
final_timing,slew_viol_final,0,
placed_design,place.gp.congestion,0.763,
clocking,clk_latency,0.28,ns
routing,wl,3130,um
routing,drc_errors,0,
job,cap_violations,0,
grt,grt_pass1_vias,1049,
grt,grt_max_degree,17,
power,leakage,0.841,nW
worst_setup_path,path_class,"register to output port",
die,coreArea,0.00406,mm^2
grt,antenna_found_initial,0,
worst_setup_path,critPathTopFamily,"buffers and inverters",
die,ios,24,
power,power_frac_seq,54.1,%
clocking,tritoncts,"yes",
==> path summary, 6_finish.rpt <==
check | end | slack, ns | depth (start not counted)
min reg2reg | stateReg[1]$_DFF_P_ | 0.50 | 2
max reg2reg | stateReg[1]$_DFF_P_ | 0.65 | 5
max | io_deq_dout[4] | 0.11 | 8
min | stateReg[1]$_DFF_P_ | 0.50 | 2
==> cell usage after synthesis <==
cell      number  area share, %
nor2b_1        1           0.36
mux2i_1        9            5.2
a311oi_1       1           0.51
a221o_1        1           0.58
a21oi_1        4            1.2
and4b_1        1           0.58
xnor2_1        1           0.51
buf_2          2           0.58
nor2_1         3           0.65
xor2_1         1           0.51
a21o_1         2           0.87
o32ai_1        1           0.51
o21ai_1        9            2.6
and2_1         4            1.5
nand2_1       11            2.4
ha_1           7            5.1
xor2_2         1           0.95
a32oi_1        1           0.51
o41ai_2        1           0.95
buf_4          1           0.44
nand3_1        2           0.58
dfxtp_1        7            8.2
inv_1          6            1.3
mux2_2         8            5.2
edfxtp_1      32             56
or3_1          2           0.73
or2_1          1           0.36
o211ai_1       1           0.44
nor3_1         2           0.58
buf_1          1           0.22
==> tightest hold or removal path: cells and delay by family (launching register included) <==
kind,cells,cell delay [ns]
simple gates,1,0.07
compound gates,1,0.06
flops,1,0.33
==> final cells by class <==
cell class	count	area (um^2)	area share (%)
multi-input cells	75	627	27.7
clock buffers	6	72.6	3.20
flip-flops and latches	39	1110	49.0
inverters	6	22.5	0.994
clock inverters	1	30.0	1.33
repair buffers	34	342	15.1
well taps	50	62.6	2.76
==> stage by stage <==
stage               worst slack, ns  power, mW  hold WS, ns  cells
finish                        0.114       1.40        0.497    211
global route                 0.0403       1.45        0.532    211
CTS                         0.00628       1.41        0.501    208
detailed placement           0.0887      0.899        0.492    197
global placement              0.137      0.896        0.488    197
floorplan                     0.649      0.830        0.441    124
==> sequential cells by signal, summed over array words and instances, names as in the netlist <==
signal / count
stateReg: 3
writePointer: 2
storage_3: 8
readPointer: 2
storage_0: 8
storage_1: 8
storage_2: 8
==> timing repair <==
item,4_1_cts,5_1_grt
setup endpoints to repair,8,7
setup buffers,4,3
resized,11,12
hold buffers,0,0
pin swaps,1,3
==> cells by family (layout without fill, tap and decap cells) <==
group	Yosys count	after routing	share of synthesized area [%]
AOI/OAI and AO/OA	21	21	8.15
xor gates and xnor gates	3	3	1.97
adders and majority gates	7	7	5.09
buffers and inverters	10	47	2.55
DFF	39	39	64.0
muxes	17	17	10.5
and+or+nand+nor	27	27	7.71
==> power groups by stage <==
stage	Combinational, mW	Sequential [mW]	Clock, mW
final	0.130	0.758	0.512
after global routing	0.147	0.760	0.545
after CTS	0.129	0.757	0.524
==> metal layers <==
metal	up-vias	track usage (%)	part of all wire [%]
li1	528	-	-
met3	6	3.42	4.6
met5	-	0	0
met2	30	23.4	46
met4	0	3.19	1.2
met1	510	27.2	48
Power is estimated from default activity; no workload was simulated.
